===== config.mk =====
export PLATFORM = sky130hd
export DESIGN_NAME = top
export DESIGN_NICKNAME = top
export VERILOG_FILES = /design/flow/design.v
export SDC_FILE = /design/flow/constraint.sdc
export NUM_CORES = 4
export LEC_CHECK = 1
export CORE_UTILIZATION = 50

===== constraint.sdc =====
current_design top

set clk_period 12.3
set clk_io_pct 0.2

create_clock -name clk0 -period $clk_period [get_ports {clk_50mhz}]

set non_clock_inputs [all_inputs -no_clocks]
set_input_delay [expr $clk_period * $clk_io_pct] -clock clk0 $non_clock_inputs
set_output_delay [expr $clk_period * $clk_io_pct] -clock clk0 [all_outputs]

===== design.v =====
module top (
    input  clk_50mhz,
    input  uart_rx,  
    output uart_tx,
    input  uart1_rx,  
    output uart1_tx,
    output led_out,  
    output led_solved  
);
    reg [24:0] counter = 0;
    always @(posedge clk_50mhz) counter <= counter + 1;
    wire slow_clk = counter[22];
    wire [7:0] rx_byte;
    wire rx_valid;
    reg [7:0] tx_byte;
    reg tx_start = 0;
    wire tx_busy;
    uart_rx #(.CLK_FREQ(50000000), .BAUD_RATE(115200)) u_rx (
        .clk(clk_50mhz),
        .rx(uart_rx),
        .data(rx_byte),
        .valid(rx_valid)
    );
    uart_tx #(.CLK_FREQ(50000000), .BAUD_RATE(115200)) u_tx (
        .clk(clk_50mhz),
        .start(tx_start),
        .data(tx_byte),
        .tx(uart_tx),
        .busy(tx_busy)
    );
    wire [7:0] rx1_byte;
    wire rx1_valid;
    reg [7:0] tx1_byte;
    reg tx1_start = 0;
    wire tx1_busy;
    uart_rx #(.CLK_FREQ(50000000), .BAUD_RATE(115200)) u_rx1 (
        .clk(clk_50mhz),
        .rx(uart1_rx),
        .data(rx1_byte),
        .valid(rx1_valid)
    );
    uart_tx #(.CLK_FREQ(50000000), .BAUD_RATE(115200)) u_tx1 (
        .clk(clk_50mhz),
        .start(tx1_start),
        .data(tx1_byte),
        .tx(uart1_tx),
        .busy(tx1_busy)
    );
    reg signed [15:0] amp [0:3]; 
    localparam signed [15:0] INV_SQRT_2 = 11586;
    localparam signed [15:0] ONE = 16384;
    localparam S_IDLE = 0;
    localparam S_READ_CMD = 1;
    localparam S_GET_ARG1 = 2;
    localparam S_GET_ARG2 = 3;
    localparam S_EXEC_H = 4;
    localparam S_EXEC_CNOT = 5;
    localparam S_EXEC_MEASURE_CALC = 6;
    localparam S_SEND_RESP = 7;
    localparam S_WAIT_TX_START = 8;
    localparam S_RESET_Q = 9;
    localparam S_WAIT_TX_END = 10;
    localparam S_EXEC_MEASURE_DECIDE = 11;
    localparam S_SYNC_PREPARE = 12;
    localparam S_SYNC_HEADER_WAIT_START = 13;
    localparam S_SYNC_HEADER_WAIT_END = 14;
    localparam S_SYNC_SEND_BODY = 15;
    localparam S_SYNC_BODY_WAIT_START = 16;
    localparam S_SYNC_BODY_WAIT_END = 17;
    localparam S_APPLY_REMOTE = 18;
    reg [4:0] state = S_IDLE;
    reg [7:0] cmd_reg;
    reg [7:0] arg1;
    reg [7:0] arg2;
    reg [7:0] resp_buffer [0:3];  
    reg [2:0] resp_idx = 0;
    reg [2:0] resp_len = 0;
    reg processing = 0;
    reg green_state = 1;  
    reg [7:0] sync_tx_buf [0:9];
    reg [3:0] sync_tx_idx = 0;
    reg [7:0] sync_rx_buf [0:9];
    reg [3:0] sync_rx_idx = 0;
    reg remote_update_ready = 0;
    reg [1:0] rx1_state = 0;  
    always @(posedge clk_50mhz) begin
        if (rx1_valid) begin
            case (rx1_state)
                0: begin  
                    if (rx1_byte == 8'hAA) begin
                        sync_rx_idx <= 0;
                        rx1_state <= 1;
                    end
                end
                1: begin  
                    sync_rx_buf[sync_rx_idx] <= rx1_byte;
                    if (sync_rx_idx == 9) begin
                        remote_update_ready <= 1;
                        rx1_state <= 0;
                    end else begin
                        sync_rx_idx <= sync_rx_idx + 1;
                    end
                end
            endcase
        end
        if (state == S_APPLY_REMOTE) begin
            remote_update_ready <= 0;
        end
    end
    reg [15:0] lfsr = 16'hACE1;
    always @(posedge clk_50mhz) begin
        lfsr <= {lfsr[14:0], lfsr[15] ^ lfsr[13] ^ lfsr[12] ^ lfsr[10]};
    end
    reg [31:0] meas_sq0, meas_sq1, meas_sq2, meas_sq3;
    reg [15:0] meas_rnd;
    initial begin
        amp[0] = ONE; amp[1] = 0; amp[2] = 0; amp[3] = 0;
    end
    always @(posedge clk_50mhz) begin
        tx_start <= 0;
        tx1_start <= 0;
        case (state)
            S_IDLE: begin
                processing <= 0;
                if (remote_update_ready) begin
                    processing <= 1;
                    state <= S_APPLY_REMOTE;
                end else if (rx_valid) begin
                    cmd_reg <= rx_byte;
                    processing <= 1;
                    state <= S_READ_CMD;
                end
            end
            S_APPLY_REMOTE: begin
                amp[0] <= {sync_rx_buf[0], sync_rx_buf[1]};
                amp[1] <= {sync_rx_buf[2], sync_rx_buf[3]};
                amp[2] <= {sync_rx_buf[4], sync_rx_buf[5]};
                amp[3] <= {sync_rx_buf[6], sync_rx_buf[7]};
                green_state <= sync_rx_buf[8][0];
                state <= S_IDLE;
            end
            S_READ_CMD: begin
                case (cmd_reg)
                    "r": state <= S_RESET_Q;  
                    "h": state <= S_GET_ARG1;  
                    "c": state <= S_GET_ARG1;  
                    "m": state <= S_EXEC_MEASURE_CALC;  
                    "e": begin
                        resp_buffer[0] <= "K"; resp_buffer[1] <= "\r"; resp_buffer[2] <= "\n";
                        resp_len <= 3;
                        resp_idx <= 0;
                        state <= S_SYNC_PREPARE;
                    end
                    default: state <= S_IDLE;
                endcase
            end
            S_GET_ARG1: begin
                if (rx_valid) begin
                    arg1 <= rx_byte;  
                    if (cmd_reg == "h") state <= S_EXEC_H;
                    else if (cmd_reg == "c") state <= S_GET_ARG2;
                end
            end
            S_GET_ARG2: begin
                if (rx_valid) begin
                    arg2 <= rx_byte;
                    state <= S_EXEC_CNOT;
                end
            end
            S_RESET_Q: begin
                amp[0] <= ONE; amp[1] <= 0; amp[2] <= 0; amp[3] <= 0;
                green_state <= 1;
                resp_buffer[0] <= "K"; resp_buffer[1] <= "\r"; resp_buffer[2] <= "\n";
                resp_len <= 3;
                resp_idx <= 0;
                state <= S_SEND_RESP;
            end
            S_EXEC_H: begin
                green_state <= 0;  
                if (arg1 == "0") begin
                    amp[0] <= ($signed({{16{amp[0][15]}}, amp[0]}) + $signed({{16{amp[1][15]}}, amp[1]})) * $signed({{16{INV_SQRT_2[15]}}, INV_SQRT_2}) >>> 14;
                    amp[1] <= ($signed({{16{amp[0][15]}}, amp[0]}) - $signed({{16{amp[1][15]}}, amp[1]})) * $signed({{16{INV_SQRT_2[15]}}, INV_SQRT_2}) >>> 14;
                    amp[2] <= ($signed({{16{amp[2][15]}}, amp[2]}) + $signed({{16{amp[3][15]}}, amp[3]})) * $signed({{16{INV_SQRT_2[15]}}, INV_SQRT_2}) >>> 14;
                    amp[3] <= ($signed({{16{amp[2][15]}}, amp[2]}) - $signed({{16{amp[3][15]}}, amp[3]})) * $signed({{16{INV_SQRT_2[15]}}, INV_SQRT_2}) >>> 14;
                end else if (arg1 == "1") begin
                    amp[0] <= ($signed({{16{amp[0][15]}}, amp[0]}) + $signed({{16{amp[2][15]}}, amp[2]})) * $signed({{16{INV_SQRT_2[15]}}, INV_SQRT_2}) >>> 14;
                    amp[2] <= ($signed({{16{amp[0][15]}}, amp[0]}) - $signed({{16{amp[2][15]}}, amp[2]})) * $signed({{16{INV_SQRT_2[15]}}, INV_SQRT_2}) >>> 14;
                    amp[1] <= ($signed({{16{amp[1][15]}}, amp[1]}) + $signed({{16{amp[3][15]}}, amp[3]})) * $signed({{16{INV_SQRT_2[15]}}, INV_SQRT_2}) >>> 14;
                    amp[3] <= ($signed({{16{amp[1][15]}}, amp[1]}) - $signed({{16{amp[3][15]}}, amp[3]})) * $signed({{16{INV_SQRT_2[15]}}, INV_SQRT_2}) >>> 14;
                end
                resp_buffer[0] <= "K"; resp_buffer[1] <= "\r"; resp_buffer[2] <= "\n";
                resp_len <= 3;
                resp_idx <= 0;
                state <= S_SEND_RESP;
            end
            S_EXEC_CNOT: begin
                green_state <= 0;  
                if (arg1 == "0" && arg2 == "1") begin
                    amp[1] <= amp[3];
                    amp[3] <= amp[1];
                end else if (arg1 == "1" && arg2 == "0") begin
                    amp[2] <= amp[3];
                    amp[3] <= amp[2];
                end
                resp_buffer[0] <= "K"; resp_buffer[1] <= "\r"; resp_buffer[2] <= "\n";
                resp_len <= 3;
                resp_idx <= 0;
                state <= S_SEND_RESP;
            end
            S_EXEC_MEASURE_CALC: begin
                meas_sq0 <= $signed({{16{amp[0][15]}}, amp[0]}) * $signed({{16{amp[0][15]}}, amp[0]});
                meas_sq1 <= $signed({{16{amp[1][15]}}, amp[1]}) * $signed({{16{amp[1][15]}}, amp[1]});
                meas_sq2 <= $signed({{16{amp[2][15]}}, amp[2]}) * $signed({{16{amp[2][15]}}, amp[2]});
                meas_sq3 <= $signed({{16{amp[3][15]}}, amp[3]}) * $signed({{16{amp[3][15]}}, amp[3]});
                meas_rnd <= lfsr;
                state <= S_EXEC_MEASURE_DECIDE;
            end
            S_EXEC_MEASURE_DECIDE: begin
                if (meas_rnd[13:0] < (meas_sq0 >> 14)) begin
                    resp_buffer[0] <= "0"; resp_buffer[1] <= "0";
                    amp[0] <= ONE; amp[1] <= 0; amp[2] <= 0; amp[3] <= 0;
                end else if (meas_rnd[13:0] < ((meas_sq0 + meas_sq1) >> 14)) begin
                    resp_buffer[0] <= "0"; resp_buffer[1] <= "1";
                    amp[0] <= 0; amp[1] <= ONE; amp[2] <= 0; amp[3] <= 0;
                end else if (meas_rnd[13:0] < ((meas_sq0 + meas_sq1 + meas_sq2) >> 14)) begin
                    resp_buffer[0] <= "1"; resp_buffer[1] <= "0";
                    amp[0] <= 0; amp[1] <= 0; amp[2] <= ONE; amp[3] <= 0;
                end else begin
                    resp_buffer[0] <= "1"; resp_buffer[1] <= "1";
                    amp[0] <= 0; amp[1] <= 0; amp[2] <= 0; amp[3] <= ONE;
                end
                resp_buffer[2] <= "\r"; 
                resp_buffer[3] <= "\n";
                resp_len <= 4;
                resp_idx <= 0;
                green_state <= 1;  
                state <= S_SYNC_PREPARE;  
            end
            S_SYNC_PREPARE: begin
                sync_tx_buf[0] <= amp[0][15:8]; sync_tx_buf[1] <= amp[0][7:0];
                sync_tx_buf[2] <= amp[1][15:8]; sync_tx_buf[3] <= amp[1][7:0];
                sync_tx_buf[4] <= amp[2][15:8]; sync_tx_buf[5] <= amp[2][7:0];
                sync_tx_buf[6] <= amp[3][15:8]; sync_tx_buf[7] <= amp[3][7:0];
                sync_tx_buf[8] <= {7'b0, green_state};
                sync_tx_buf[9] <= 8'h00;  
                sync_tx_idx <= 0;
                if (!tx1_busy) begin
                    tx1_byte <= 8'hAA;
                    tx1_start <= 1;
                    state <= S_SYNC_HEADER_WAIT_START;
                end
            end
            S_SYNC_HEADER_WAIT_START: begin
                tx1_start <= 0;
                if (tx1_busy) state <= S_SYNC_HEADER_WAIT_END;
            end
            S_SYNC_HEADER_WAIT_END: begin
                if (!tx1_busy) begin
                    state <= S_SYNC_SEND_BODY;
                end
            end
            S_SYNC_SEND_BODY: begin
                if (!tx1_busy) begin
                    tx1_byte <= sync_tx_buf[sync_tx_idx];
                    tx1_start <= 1;
                    state <= S_SYNC_BODY_WAIT_START;
                end
            end
            S_SYNC_BODY_WAIT_START: begin
                tx1_start <= 0;
                if (tx1_busy) state <= S_SYNC_BODY_WAIT_END;
            end
            S_SYNC_BODY_WAIT_END: begin
                if (!tx1_busy) begin
                    if (sync_tx_idx < 9) begin
                        sync_tx_idx <= sync_tx_idx + 1;
                        state <= S_SYNC_SEND_BODY;
                    end else begin
                        state <= S_SEND_RESP;
                    end
                end
            end
            S_SEND_RESP: begin
                if (!tx_busy) begin
                    tx_byte <= resp_buffer[resp_idx];
                    tx_start <= 1;
                    state <= S_WAIT_TX_START;
                end
            end
            S_WAIT_TX_START: begin
                tx_start <= 0;
                if (tx_busy) state <= S_WAIT_TX_END;
            end
            S_WAIT_TX_END: begin
                if (!tx_busy) begin
                    if (resp_idx < resp_len - 1) begin
                        resp_idx <= resp_idx + 1;
                        state <= S_SEND_RESP;
                    end else begin
                        state <= S_IDLE;
                    end
                end
            end
        endcase
    end
    assign led_solved = (!processing) && green_state;
    assign led_out = processing ? counter[22] : (!green_state);
endmodule
module uart_rx #(
    parameter CLK_FREQ = 50000000,
    parameter BAUD_RATE = 115200
) (
    input wire clk,
    input wire rx,
    output reg [7:0] data,
    output reg valid
);
    localparam CLKS_PER_BIT = CLK_FREQ / BAUD_RATE;
    localparam IDLE = 0;
    localparam START = 1;
    localparam DATA = 2;
    localparam STOP = 3;
    reg [1:0] state = IDLE;
    reg [15:0] clk_count = 0;
    reg [2:0] bit_index = 0;
    always @(posedge clk) begin
        valid <= 0;
        case (state)
            IDLE: begin
                clk_count <= 0;
                bit_index <= 0;
                if (rx == 0) state <= START;
            end
            START: begin
                if (clk_count == (CLKS_PER_BIT / 2)) begin
                    if (rx == 0) begin
                        clk_count <= 0;
                        state <= DATA;
                    end else begin
                        state <= IDLE;
                    end
                end else begin
                    clk_count <= clk_count + 1;
                end
            end
            DATA: begin
                if (clk_count == CLKS_PER_BIT) begin
                    clk_count <= 0;
                    data[bit_index] <= rx;
                    if (bit_index == 7) begin
                        bit_index <= 0;
                        state <= STOP;
                    end else begin
                        bit_index <= bit_index + 1;
                    end
                end else begin
                    clk_count <= clk_count + 1;
                end
            end
            STOP: begin
                if (clk_count == CLKS_PER_BIT) begin
                    valid <= 1;
                    state <= IDLE;
                end else begin
                    clk_count <= clk_count + 1;
                end
            end
        endcase
    end
endmodule
module uart_tx #(
    parameter CLK_FREQ = 50000000,
    parameter BAUD_RATE = 115200
) (
    input wire clk,
    input wire start,
    input wire [7:0] data,
    output reg tx,
    output reg busy
);
    localparam CLKS_PER_BIT = CLK_FREQ / BAUD_RATE;
    localparam IDLE = 0;
    localparam START = 1;
    localparam DATA = 2;
    localparam STOP = 3;
    reg [1:0] state = IDLE;
    reg [15:0] clk_count = 0;
    reg [2:0] bit_index = 0;
    reg [7:0] data_reg;
    initial tx = 1;
    always @(posedge clk) begin
        case (state)
            IDLE: begin
                tx <= 1;
                busy <= 0;
                if (start) begin
                    data_reg <= data;
                    state <= START;
                    busy <= 1;
                    clk_count <= 0;
                end
            end
            START: begin
                tx <= 0;
                if (clk_count == CLKS_PER_BIT) begin
                    clk_count <= 0;
                    state <= DATA;
                    bit_index <= 0;
                end else begin
                    clk_count <= clk_count + 1;
                end
            end
            DATA: begin
                tx <= data_reg[bit_index];
                if (clk_count == CLKS_PER_BIT) begin
                    clk_count <= 0;
                    if (bit_index == 7) begin
                        state <= STOP;
                    end else begin
                        bit_index <= bit_index + 1;
                    end
                end else begin
                    clk_count <= clk_count + 1;
                end
            end
            STOP: begin
                tx <= 1;
                if (clk_count == CLKS_PER_BIT) begin
                    state <= IDLE;
                    busy <= 0;
                end else begin
                    clk_count <= clk_count + 1;
                end
            end
        endcase
    end
endmodule

===== run.sh =====
#!/bin/bash
# OpenROAD 26Q1-2900-gdf79404cd8, Yosys 0.63+post, stock flow scripts
make -C /OpenROAD-flow-scripts/flow DESIGN_CONFIG=/design/flow/config.mk WORK_HOME=/design/flow/orfs finish

==> qor.txt <==
Status - complete, no violations
Switching pwr - 0.811 mW
Placed Cells incl. Taps - 11000
DRC - 0
Fmax - 104 MHz
Critical R2R Capture - amp[3][15]$_DFFE_PP_
Max Buffers Root-to-Sink - 3
GPL Wtd Cong - 0.965
WL met2 - 92200 µm
Gate power share - 0.002
H-tree depth - 2
Root Driver - clkbuf_16
Initial DRC Count - 2742
Pins Over Slew Limit - 0
Global-route usage over all layers - 0.272
Core ar. - 168000 µm²
Length in cells of the worst reg-to-reg path - 36
Vias/cell - 5.23
Arrival @ worst endpoint - 10.02 ns
Drt wl/cell - 18.7 µm
Reg-to-reg setup timing slack - 2.73 ns
Vias in the first global route - 60100
Post-synth regs - 526
Vias - 57900
Log Warnings - 131
Initial antenna violation count - 3
Worst IR Drop VDD - 0.149 mV
Synth Cell Area - 84800 µm²
Dominant register cell - edfxtp_1
Clock Skew - 0.0895 ns
Number of buffers created by CTS - 61
Postcts setup bufs - 0
Sequential Power Share - 0.499
Largest stage delay, worst path - 0.73 ns
Rows - 150
Final core occ - 0.538
DIE AREA - 171000 µm²
Synth warn - 6
HP Start - lfsr[14]$_DFF_P_
Ant diodes - 0
Synth Seq Share - 0.181
WS Path Type - flop to flop
Ys cells - 8752
P&R area growth vs syn - 6.52%
Clk latency of the worst-skew pair - 0.72 ns
Slowest-stage cell, CP - clkinv_1
Relative slew slack - 0.287
RSZ-0062 raised after global routing - no
Setup crit start - amp[2][0]$_DFFE_PP_
Avg Inst Size Synth - 9.69 µm²
Yosys stat area - 84800 µm²
Critical Path End Type - flop
Hold Buf Count CTS - 0
Worst Hold Path Cells - 0
Max-area cell share - 0.285
WL met1 - 87600 µm
Met3 wire len - 21200 µm
Post-synth cell types - 102
Worst Path Required - 12.75 ns
Worst hold path endpoint - lfsr[15]$_DFF_P_
Resized Gates After CTS - 0
DIE HEIGHT - 414 µm
Number of enable flip-flop cells - 480
Async SR Flop Fraction - 0
Class of the worst hold path - flop to flop
Clk slew on worst S/H paths - 0.06 ns
Uppermost layer routed - met5
Die width - 414 µm
Clock Power Share - 0.499
I/O pin cnt - 7
Int Pwr - 3.05 mW
Post-synthesis cell count - 8752
Final Hold Fails - 0
Top Layout Cells - inv_1 (2170), ha_1 (1290), fa_1 (1206)
Routed WL - 207000 µm
Final setup vio count - 0
Setup TNS - 0 ns
Critical R2R Launch - amp[2][0]$_DFFE_PP_
CTS Sinks - 526
Most common logic cell in the routed design - inv_1
HPWL after DPL - 171000 µm
Grt ovf - 0
Sw Ratio - 0.210
Maxcap violations - 0
Starting Density - 0.505
Power per cell area - 42.8 nW/µm²
Post-route minimum period - 9.57 ns
Non-filler cells, final - 11100
Largest net degree at the start of global routing - 66
Drt pass-1 iters - 10
Regs by FF count - sync_rx_buf x65, sync_tx_buf x65, amp x64
CTS tree - built
Leak - 44.7 nW
First-pass GRT wire length - 333000 µm
Largest area contributor in the netlist - fa_1
Layout cells sized above 1 - 0.0408
Post-layout period usage - 0.778
Crit-path max FO - 19
Worst slew pin tran - 1.06 ns
Port Buffers - 6
CP startpoint kind - flop
Antenna-violating nets left - 0
Biggest area cells - fa_1 (28%), ha_1 (19%), edfxtp_1 (17%), inv_1 (9.6%), xnor2_1 (3.6%)
==> per-stage QoR <==
stage          setup slack [ns]  instance area (µm²)  hold WS [ns]  power [mW]
2_1_floorplan             0.257                84800         0.310        1.97
3_3_place_gp               3.01                88200         0.311        1.97
3_5_place_dp               2.92                88200         0.318        1.97
4_1_cts                    2.85                90300         0.334        3.91
5_1_grt                    2.08                90300         0.346        3.97
6_report                   2.73                90300         0.333        3.86
==> cells by family (layout without fill, tap and decap cells) <==
| logic type | after synthesis | count (layout) | synth area share |
|---|---|---|---|
| adder cells (fa/ha/maj) | 2496 | 2496 | 0.475 |
| buffers and inverters | 2359 | 2469 | 0.105 |
| AND/OR/NAND/NOR | 1696 | 1696 | 0.0927 |
| AND-OR/OR-AND | 1086 | 1086 | 0.0845 |
| XOR/XNOR | 548 | 548 | 0.0568 |
| flip-flops | 526 | 526 | 0.181 |
| multiplexers | 41 | 41 | 0.00553 |
==> how the worst max path moves through the flow <==
stage | to | cells past startpoint
CTS | amp[3][15]$_DFFE_PP_ | 36
global route | amp[3][15]$_DFFE_PP_ | 36
finish | amp[3][15]$_DFFE_PP_ | 36
==> routing by layer <==
layer	up-vias	track usage
met1	27900	0.398
met4	6	0.0593
li1	28100	-
met2	1647	0.402
met5	-	0.00198
met3	283	0.110
==> critical path, delay by kind of cell (launching register included) <==
| family | cells | cell delay (ns) |
|---|---|---|
| xor+xnor | 2 | 0.59 |
| simple gates | 8 | 1.15 |
| compound gates | 11 | 2.06 |
| flops | 1 | 0.62 |
| buf+inv | 6 | 1.13 |
| fa+ha+maj | 9 | 3.74 |
==> area by class of cell <==
| cell class | count | area [µm²] |
|---|---|---|
| Tap cell | 2204 | 2760 |
| Sequential cell | 526 | 15300 |
| Clock inverter | 41 | 498 |
| Multi-Input combinational cell | 5867 | 60600 |
| Clock buffer | 75 | 1640 |
| Fill cell | 14700 | 77500 |
| Inverter | 2187 | 8210 |
| Timing Repair Buffer | 166 | 1260 |
==> synthesized netlist by cell type, types with 10 or more instances <==
| master | number |
|---|---|
| o21ai_0 | 203 |
| or4_1 | 10 |
| nand4_1 | 31 |
| and4_1 | 10 |
| nor3_1 | 94 |
| or2_2 | 28 |
| o211ai_1 | 20 |
| o31ai_1 | 14 |
| nor2b_1 | 90 |
| a21boi_0 | 12 |
| nand3b_1 | 10 |
| clkbuf_1 | 146 |
| and3_1 | 48 |
| nand3_1 | 96 |
| nand2b_1 | 63 |
| o221ai_1 | 14 |
| o21bai_1 | 52 |
| buf_2 | 13 |
| a211oi_1 | 35 |
| edfxtp_1 | 480 |
| buf_1 | 11 |
| o21a_1 | 42 |
| a21o_1 | 110 |
| o21ai_1 | 18 |
| ha_1 | 1290 |
| nor2_1 | 575 |
| nand2_1 | 480 |
| or3_1 | 42 |
| dfxtp_1 | 46 |
| xor2_1 | 202 |
| clkinv_1 | 11 |
| a21oi_1 | 311 |
| fa_1 | 1206 |
| and2_1 | 66 |
| xnor2_1 | 345 |
| inv_1 | 2171 |
| a22oi_1 | 48 |
| a222oi_1 | 25 |
| nor4_1 | 27 |
| a31oi_1 | 34 |
| mux2_2 | 17 |
| mux2i_1 | 21 |
==> power by group through the flow <==
| stage | sequential (mW) | combinational (mW) | clock [mW] |
|---|---|---|---|
| 4_1_cts | 1.93 | 0.00895 | 1.97 |
| 5_1_grt | 1.93 | 0.0102 | 2.04 |
| 6_report | 1.93 | 0.00900 | 1.93 |
Power and IR drop assume default switching activity.
